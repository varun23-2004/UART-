[design/flow/config.mk]
export PLATFORM = sky130hd
export DESIGN_NAME = RX_TOP
export DESIGN_NICKNAME = RX_TOP
export VERILOG_FILES = /design/flow/design.v
export SDC_FILE = /design/flow/constraint.sdc
export NUM_CORES = 4
export LEC_CHECK = 1
export CORE_AREA = 10 10 113 113
export DIE_AREA = 0 0 123 123
[design/flow/constraint.sdc]
current_design RX_TOP

set clk_period 4.1
set clk_io_pct 0.2

create_clock -name clk0 -period $clk_period [get_ports {BCLK}]
create_clock -name clk1 -period $clk_period [get_ports {UCLK}]

set non_clock_inputs [all_inputs -no_clocks]
set_input_delay [expr $clk_period * $clk_io_pct] -clock clk0 $non_clock_inputs
set_output_delay [expr $clk_period * $clk_io_pct] -clock clk0 [all_outputs]
[design/flow/run.sh]
#!/bin/bash
# OpenROAD 26Q1-2900-gdf79404cd8, Yosys 0.63+post, stock flow scripts
make -C /OpenROAD-flow-scripts/flow DESIGN_CONFIG=/design/flow/config.mk WORK_HOME=/design/flow/orfs finish
[design/flow/design.v]
module FIFO(clk_wr,clk_rd,reset,wr_en,rd_en,data_in,data_out,full,empty);
parameter FIFO_WIDTH = 8;
parameter FIFO_DEPTH = 16;
localparam max_fifo_addr = $clog2(FIFO_DEPTH);
input clk_wr,clk_rd,reset;
input wr_en, rd_en;
input [FIFO_WIDTH-1:0] data_in;
output reg [FIFO_WIDTH-1:0] data_out;
output full, empty;
reg [FIFO_WIDTH-1:0] FIFO_mem [FIFO_DEPTH-1:0];
reg [max_fifo_addr-1:0] wr_ptr, rd_ptr;
reg [max_fifo_addr:0] wr_count, rd_count;
wire [max_fifo_addr:0] count;
always @(posedge clk_wr or posedge reset) begin
  if (reset) begin
    wr_ptr <= 0;
  end
  else if (wr_en && !full) begin
    FIFO_mem[wr_ptr] <= data_in;
    wr_ptr <= wr_ptr + 1;
  end
end
always @(posedge clk_rd or posedge reset) begin
  if (reset) begin
    rd_ptr <= 0;
  end
  else if (rd_en && !empty) begin
    data_out <= FIFO_mem[rd_ptr];
    rd_ptr <= rd_ptr + 1;
  end
end
always @(posedge clk_wr or posedge reset) begin
  if (reset) begin
    wr_count <= 0;
  end
  else begin
    if (wr_en && !full)
      wr_count <= wr_count + 1;
    else
      wr_count <= wr_count;
  end
end
always @(posedge clk_rd or posedge reset) begin
  if (reset) begin
    rd_count <= 0;
  end
  else begin
    if (rd_en && !empty)
      rd_count <= rd_count + 1;
    else
      rd_count <= rd_count;
  end
end
assign count = wr_count - rd_count;
assign full  = (count == FIFO_DEPTH) ? 1 : 0;
assign empty = (count == 0) ? 1 : 0;
endmodule
module RX_TOP(UCLK,BCLK,reset,R_data,rd_uart,rx,rx_empty);
parameter OVERSAMPLE=16;
parameter DATA_WIDTH=8;
parameter DATA_BITS=$clog2(DATA_WIDTH);
input UCLK,BCLK,reset;
input rx;
input rd_uart;
output rx_empty;
output [DATA_WIDTH-1:0] R_data;
wire rx_done_tk;
wire [DATA_WIDTH-1:0] rx_dout;
wire full;
RX rx_blk (BCLK,reset,rx_dout,full,rx_done_tk,rx);
	FIFO rx_fifo (UCLK,BCLK,reset,rx_done_tk,rd_uart,R_data,rx_dout,full,rx_empty);
endmodule
module RX(BLCK,reset,rx_dout,rx_write,rx_done_tk,rx);
parameter OVERSAMPLE=16;
parameter DATA_WIDTH=8;
parameter DATA_BITS= $clog2(DATA_WIDTH);
input BLCK,reset;
input rx;
input rx_write;
output reg [DATA_WIDTH-1:0] rx_dout;
output reg rx_done_tk;
reg [1:0] current_state,next_state;
reg [DATA_WIDTH-1:0] shift_reg,shift_reg_value;
reg [3:0] tk_counter,tk_counter_reset;
reg [DATA_BITS-1:0] data_bits_counter, data_bits_counter_value;
localparam IDLE=2'b00; 
localparam START=2'b01; 
localparam DATA=2'b10; 
localparam STOP=2'b11;
always @(posedge BLCK or posedge reset) 
begin
	if(reset) 
	begin
		current_state <=IDLE;
		tk_counter <=0;
		shift_reg <=0;
		data_bits_counter <=0;
	end
	else 
	begin	
		current_state <=next_state;
		shift_reg <= shift_reg_value;
		data_bits_counter <= data_bits_counter +data_bits_counter_value;
		if(tk_counter_reset)
		begin
			tk_counter <=0;
		end
		else 
		begin
			tk_counter = tk_counter+1;
		end
	end
end
always @(*)begin
	case (current_state)
		IDLE: 
		begin
			if(rx==0)
			begin
				next_state=START;
			end
			else
			begin 
				next_state=IDLE;
			end
			tk_counter_reset=1;
			data_bits_counter_value=0;
			shift_reg_value=0;
			rx_done_tk=0;
			rx_dout=0;
		end
		START:
		begin
			rx_done_tk=0;
			rx_dout=0;
			data_bits_counter_value=0;
			if(tk_counter == (OVERSAMPLE/2)-1)
			begin
				tk_counter_reset=1;
				next_state=DATA;
			end
			else 
			begin	
				tk_counter_reset=0;
				next_state=START;
			end
		end
		DATA:
		begin
			rx_done_tk=0;
			rx_dout=0;
			if(tk_counter == OVERSAMPLE-1)
			begin
				tk_counter_reset=1;
				data_bits_counter_value=1;
				shift_reg_value={rx,shift_reg_value[DATA_WIDTH-1:1]};
				if(data_bits_counter == DATA_WIDTH-1)
				begin
					next_state=STOP;
				end
				else 
				begin 
					next_state=DATA;
				end
			end
			else 
			begin
				tk_counter_reset=0;
				data_bits_counter_value=0;
				shift_reg_value=shift_reg;
			end
		end
		STOP:
		begin
			tk_counter_reset=0;
			data_bits_counter_value=0;
			if(tk_counter == OVERSAMPLE-1)
			begin
				rx_done_tk=1;
				if(rx_write)
				begin
					rx_dout=0;
				end
				else 
				begin
					rx_dout=shift_reg;
					next_state=IDLE;
				end
			end
			else 
			begin
				rx_done_tk=0;
				rx_dout=0;
				next_state=STOP;
			end
		end
		default:
		begin
			tk_counter_reset=1; 
			rx_done_tk=0; 
			data_bits_counter_value=0;
			shift_reg_value=0;
			next_state=IDLE;
			rx_dout=0;
		end
	endcase
end
endmodule
==> Changelog: implementation <==
### Changed

- Status: complete, no violations
- DR iter-0 viols: 57
- Synth Flop Type: dfrtp_1
- EDFF count, synth: 0
- Initial antenna violation count: 0
- Synthesized area per cell: ~10 sq um
- Via density per instance: slightly below 3
- GRT overflow: 0
- Drt first pass iters: 4
- Area grow syn2layout: 22.5%
- Setup crit start kind: flop
- Die Size: ~15000 sq um
- LEAKAGE: around 0.67 nW
- Worst-path clk slew: 0.06 ns
- # rows: 37
- Post-CTS Repair Setup Buffers: 0
- DRC Markers: 0
- VDD IR-drop max: around 0.16 mV
- Arrival time of the worst setup path: around 2.2 ns
- Critical path data required time: between 3 and 4 ns
- CP Capture Type: output pin
- Ys async rst share: roughly nine tenths
- Fp util: between 10% and 20%
- Final WL: between 1500 and 2000 um
- Buffers and inverters on the worst path: 2
- CTS tree: yes
- Setup TNS: 0 ns
- Count of unclocked register or latch pins: 2
- CTS Hold Bufs: 0
- Design area: roughly 1500 sq um
- Per-cell routed wire length: about 7.3 um
- Mapped Cells: roughly 120
- Max_slew headroom: a little over half
- Hpwl dp: about 1500 um
- Layout cells sized above 1: 14.8%
- Non-filler cells, final: between 200 and 300
- Setup CP Type: flop to output pin
- Largest stage delay, worst path: approximately 0.49 ns
- CP max stage cell: clkdlybuf4s50_1
- Crit path cell chain: inv_1, ha_1, nor2b_2, o22ai_2, xor2_2, nand2_1, nor3_1, clkdlybuf4s50_1
- Final Hold Vio Count: 0
- Vias in the first global route: between 700 and 800
- Placed Cells: between 200 and 300
- Tool warnings: 26
- Yosys top cell by area: dfrtp_1
- R2r setup slk: 1.89 ns
- Chip height: around 120 um
- Endpoints left unconstrained: 4
- Yosys Instances: 118
- Largest net degree at the start of global routing: 20
- Yosys reg bits: 21
- Power Dens Cells: approximately 450 nW/um^2
- Final setup viols: 0
- Most frequent logic cell in the layout: dfrtp_1
- Top cells by area: dfrtp_1 39%, ha_1 9.3%, xnor2_1 6.5%
- Core Area: 10300 sq um
- Maxcap violations: 0
- RSZ-0062 raised after global routing: no
- Most frequent logic cells in the routed design: 19 x dfrtp_1, 9 x xnor2_1, 9 x inv_1, 9 x ha_1, 8 x conb_1
- Hold crit path type: flop to flop
- Antenna Nets Post-Route: 0
- ANT cells: 0
- Slew Limit Fails: 0
- Slew @ Worst Pin: a little over 0.7 ns
- Synth Cell Area: between 1000 and 1500 sq um
- Critical Path Fanout Max: 4
- Final Skew: between 0.003 and 0.004 ns
- GPL Wtd Cong: just under 0.8
- Placement Cell Area: roughly 1400 sq um
- Yosys chip area: between 1000 and 1500 sq um
- Routed via count: slightly below 800
- Top delay family on crit path: buffers and inverters
- IO Pins: 14
- Port Buf Inserts: 4
- First-pass GRT wire length: around 3400 um
- # resized after CTS: 0
- Distinct lib cells: 37
- Die x size: approximately 120 um
- Warnings from Yosys: 11
- GRT Resource Usage Total: ~2.8%
- Synth top area share: 39.3%
-- logic make-up after synthesis --
family / after synthesis / synth area share, %
buffers and inverters: 18 / 8.07
DFF: 19 / 39.3
latches: 2 / 2.48
adders and majority gates: 9 / 9.31
xor gates and xnor gates: 14 / 10.8
and+or+nand+nor: 35 / 16.9
other: 1 / 0.310
AOI/OAI and AO/OA: 18 / 10.8
muxes: 2 / 2.17
-- power breakdown --
group,leakage [nW],switching (W),internal (W)
logic,0.363,0.000117,0.0000975
registers,0.255,0.0000221,0.000216
clock network,0.0515,0.0000687,0.000152
-- state kept, by name (all words and copies together), names as in the netlist --
| name | flops |
|---|---|
| rx_blk.tk_counter | 4 |
| rx_blk.current_state | 2 |
| rx_blk.data_bits_counter | 3 |
| rx_fifo.wr_count | 5 |
| rx_fifo.rd_count | 5 |
| rx_blk.next_state | 2 |
-- per-layer routing --
metal  vias to the layer above  track usage, %  share of wire (%)
met1                       337            3.82                 51
met4                         0           0.582                2.0
met3                         2            1.62                 11
li1                        403               -                  -
met2                        27            3.61                 36
met5                         -               0                  0
-- path summary, 6_finish.rpt --
path                                                 start                                    end  depth (start not counted)
min in group clk1          rx_fifo.wr_count[3]$_DFFE_PP0P_        rx_fifo.wr_count[3]$_DFFE_PP0P_                          1
min in group asynchronous                            reset  rx_blk.data_bits_counter[1]$_DFF_PP0_                          2
setup reg to reg           rx_fifo.rd_count[1]$_DFFE_PP0P_        rx_fifo.wr_count[1]$_DFFE_PP0P_                          8
max in group asynchronous                            reset        rx_fifo.wr_count[1]$_DFFE_PP0P_                          2
setup / recovery           rx_fifo.rd_count[1]$_DFFE_PP0P_                               rx_empty                          8
hold / removal              rx_blk.tk_counter[0]$_DFF_PP0_         rx_blk.tk_counter[0]$_DFF_PP0_                          1
hold reg to reg             rx_blk.tk_counter[0]$_DFF_PP0_         rx_blk.tk_counter[0]$_DFF_PP0_                          1
max in group clk1          rx_fifo.rd_count[1]$_DFFE_PP0P_        rx_fifo.wr_count[1]$_DFFE_PP0P_                          8
-- worst reg2reg max path: cells and delay by family, from the launching register on --
kind                       cells  cell delay [ns]
buffers and inverters          1             0.06
muxes                          1             0.29
AOI/OAI and AO/OA              3             0.66
DFF                            1             0.38
and+or+nand+nor                2             0.39
adders and majority gates      1             0.29
-- final cells by class --
class	count	area, sq um
Multi-Input combinational cell	86	633
Inverter	9	33.8
Clock buffer	8	100
Sequential cell	21	505
Timing Repair Buffer	4	40.0
Fill cell	1138	8840
Tap cell	136	170
-- per-stage QoR --
| step | hold slack, ns | power, W | utilization [%] | setup WS [ns] |
|---|---|---|---|---|
| 2_1_floorplan | 0.433 | 0.000421 | - | 1.97 |
| 3_3_place_gp | 0.448 | 0.000454 | 13.4 | 1.35 |
| 3_5_place_dp | 0.457 | 0.000457 | 13.4 | 1.33 |
| 4_1_cts | 0.464 | 0.000684 | 14.4 | 1.05 |
| 5_1_grt | 0.488 | 0.000726 | 14.4 | 0.913 |
| 6_report | 0.459 | 0.000672 | 14.4 | 1.09 |
-- Yosys cell counts, types with 2 or more instances --
library cell,count
nand2_1,6
dlxtn_1,2
xor2_1,4
inv_1,9
buf_4,8
a21oi_1,3
ha_1,9
and2_1,2
xnor2_1,9
o22ai_1,3
nand4_1,2
nor2_1,7
nand3_1,7
o21a_1,2
o21ai_0,4
dfrtp_1,19
and3_2,2
No activity file was given, so power comes from the tool's default toggle rates.
