## design/flow/config.mk

```make
export PLATFORM = sky130hd
export DESIGN_NAME = TX_TOP
export DESIGN_NICKNAME = TX_TOP
export VERILOG_FILES = /design/flow/design.v
export SDC_FILE = /design/flow/constraint.sdc
export NUM_CORES = 4
export LEC_CHECK = 1
export CORE_UTILIZATION = 40
```

## design/flow/design.v

```verilog
module FIFO(clk_wr,clk_rd,reset,wr_en,rd_en,data_in,data_out,full,empty);
parameter FIFO_WIDTH = 8;
parameter FIFO_DEPTH = 16;
localparam max_fifo_addr = $clog2(FIFO_DEPTH);
input clk_wr,clk_rd,reset;
input wr_en, rd_en;
input [FIFO_WIDTH-1:0] data_in;
output reg [FIFO_WIDTH-1:0] data_out;
output full, empty;
reg [FIFO_WIDTH-1:0] FIFO_mem [FIFO_DEPTH-1:0];
reg [max_fifo_addr-1:0] wr_ptr, rd_ptr;
reg [max_fifo_addr:0] wr_count, rd_count;
wire [max_fifo_addr:0] count;
always @(posedge clk_wr or posedge reset) begin
  if (reset) begin
    wr_ptr <= 0;
  end
  else if (wr_en && !full) begin
    FIFO_mem[wr_ptr] <= data_in;
    wr_ptr <= wr_ptr + 1;
  end
end
always @(posedge clk_rd or posedge reset) begin
  if (reset) begin
    rd_ptr <= 0;
  end
  else if (rd_en && !empty) begin
    data_out <= FIFO_mem[rd_ptr];
    rd_ptr <= rd_ptr + 1;
  end
end
always @(posedge clk_wr or posedge reset) begin
  if (reset) begin
    wr_count <= 0;
  end
  else begin
    if (wr_en && !full)
      wr_count <= wr_count + 1;
    else
      wr_count <= wr_count;
  end
end
always @(posedge clk_rd or posedge reset) begin
  if (reset) begin
    rd_count <= 0;
  end
  else begin
    if (rd_en && !empty)
      rd_count <= rd_count + 1;
    else
      rd_count <= rd_count;
  end
end
assign count = wr_count - rd_count;
assign full  = (count == FIFO_DEPTH) ? 1 : 0;
assign empty = (count == 0) ? 1 : 0;
endmodule
module TX_TOP(UCLK,BCLK,reset,W_data,wr_uart,tx,tx_full);
parameter OVERSAMPLE=16;
parameter DATA_WIDTH=8;
parameter DATA_BITS=$clog2(DATA_WIDTH);
input UCLK,BCLK,reset;
input [DATA_WIDTH-1:0] W_data;
input wr_uart;
output tx_full,tx;
wire tx_done_tk;
wire [DATA_WIDTH-1:0] tx_din;
wire empty;
TX tx_blk (BCLK,reset,tx_din,!(empty),tx_done_tk,tx);
	FIFO tx_fifo (BCLK,UCLK,reset,wr_uart,tx_done_tk,W_data,tx_din,tx_full,empty);
endmodule
module TX(BCLK,reset,tx_din,tx_start,tx_done_tk,tx);
parameter OVERSAMPLE=16;
parameter DATA_WIDTH=8;
parameter DATA_BITS=$clog2(DATA_WIDTH);
parameter IDLE=2'b00, START=2'b01, DATA=2'b10, STOP=2'b11;
input BCLK,reset;
input tx_start;
input [DATA_WIDTH-1:0] tx_din;
output reg tx_done_tk;
output reg tx;
reg [1:0] current_state,next_state;
reg [DATA_WIDTH-1:0] shift_reg, shift_reg_value;
reg [3:0] tk_counter, tk_counter_reset;
reg [DATA_BITS-1:0] data_bits_counter, data_bits_counter_value;
always @(posedge BCLK or posedge reset)
begin
	if(reset)
	begin
		current_state <=IDLE;
		tk_counter <=0;
		shift_reg <=0;
		data_bits_counter <=0;
	end
	else 
	begin 
		current_state<=next_state;
		shift_reg<=shift_reg_value;
		data_bits_counter<= data_bits_counter+data_bits_counter_value;
		if(tk_counter_reset)
		begin 
			tk_counter<=0;
		end
		else 
		begin 
			tk_counter=tk_counter+1;
		end
	end
end
always @(*)
begin 
	case (current_state)
	IDLE:
	begin
		if(tx_start == 1)
		begin
			tx_done_tk=1;
			next_state=START;
		end
		else 
		begin 
			next_state=IDLE;
			tx_done_tk=0;
		end
		tk_counter_reset=1;
		shift_reg_value=0;
		data_bits_counter_value=0;
		tx=1'b1;
	end
	START:
	begin
		tx=1'b0;
		shift_reg_value=tx_din;
		tx_done_tk=0;
		data_bits_counter_value=0;
		if(tk_counter == OVERSAMPLE-1)
		begin
			tk_counter_reset=1;
			next_state=DATA;
		end
		else 
		begin
			tk_counter_reset=0;
			next_state=START;
		end
	end
	DATA:
	begin
		tx=shift_reg[0];
		tx_done_tk=0;
		if(tk_counter ==OVERSAMPLE-1)
		begin
			tk_counter_reset=1;
			data_bits_counter_value=1;
			shift_reg_value={1'b0,shift_reg_value[DATA_WIDTH-1:1]};
			if(data_bits_counter == DATA_WIDTH-1) 
			begin
				next_state =STOP;
			end
			else 
			begin 
				next_state=DATA;
			end
		end
		else 
		begin 
			tk_counter_reset=0;
			data_bits_counter_value=0;
			shift_reg_value=shift_reg;
		end
	end
	STOP:
	begin 
		tx=1'b1;
		tk_counter_reset=0;
		data_bits_counter_value=0;
		tx_done_tk=0;
		if(tk_counter == OVERSAMPLE-1)
		begin
			next_state=IDLE;
		end
		else 
		begin 
			next_state=STOP;
		end
	end
	default:
	begin
		tx=1'b0;
		tk_counter_reset=1; tx_done_tk=0;
		data_bits_counter_value=0;
		shift_reg_value=0;
		next_state=IDLE;
	end
endcase
end
endmodule
```

## design/flow/run.sh

```bash
#!/bin/bash
# OpenROAD 26Q1-2900-gdf79404cd8, Yosys 0.63+post, stock flow scripts
make -C /OpenROAD-flow-scripts/flow DESIGN_CONFIG=/design/flow/config.mk WORK_HOME=/design/flow/orfs finish
```

## design/flow/constraint.sdc

```tcl
current_design TX_TOP

set clk_period 3.8
set clk_io_pct 0.2

create_clock -name clk0 -period $clk_period [get_ports {BCLK}]
create_clock -name clk1 -period $clk_period [get_ports {UCLK}]

set non_clock_inputs [all_inputs -no_clocks]
set_input_delay [expr $clk_period * $clk_io_pct] -clock clk0 $non_clock_inputs
set_output_delay [expr $clk_period * $clk_io_pct] -clock clk0 [all_outputs]
```

==> impl_results.rst <==
Implementation results
======================

.. list-table::
   :header-rows: 1

   * - Metric
     - Value
   * - Routed len/inst
     - 20.2 um
   * - Max-area cell share
     - 56.0%
   * - Static leakage power
     - 3.00 nW
   * - Count of input and output buffers
     - 12
   * - Worst Hold Class
     - reg2reg
   * - I/O pin count
     - 14
   * - Fraction of final layout cells sized beyond drive strength 1
     - 13.1%
   * - Congestion Overflow GR
     - 0
   * - Clock Power Share
     - 30.5%
   * - Final setup viols
     - 0
   * - Worst Min Path Start
     - tx_blk.tk_counter[0]
   * - Total wirelength of the detailed-routed design
     - 15.1 mm
   * - Switching Fraction
     - 33.2%
   * - Number of hold-repair buffers added at the cts stage
     - 0
   * - Fin Clk Skew
     - 0.00809 ns
   * - Largest register by flop count
     - tx_fifo.FIFO_mem
   * - Worst reg2reg path startpoint
     - tx_fifo.wr_count[1]
   * - Register-to-register path setup slack
     - 0.90 ns
   * - CTS clock-pin slew for the worst setup and hold paths
     - 0.06 ns
   * - Post-synthesis cell type with the largest combined area
     - edfxtp_1
   * - Cell area after synthesis
     - 7290 um2
   * - Cell count after synthesis
     - 490
   * - Delay of the slowest cell on the worst path
     - 0.49 ns
   * - # Max-Cap Violations
     - 0
   * - Required time reported for the critical path endpoint
     - 3.04 ns
   * - Ranking of synthesized cells by area
     - edfxtp_1, dfrtp_1, ha_1
   * - Count of endpoints without a timing constraint
     - 20
   * - Worst Setup Slack post-DPL
     - 0.887 ns
   * - Total of warnings raised by yosys
     - 3
   * - Core area
     - 17900 um2
   * - Area grow syn2layout
     - 13.8%
   * - Library cell with the highest instance count after synthesis
     - edfxtp_1
   * - CTS tree
     - done
   * - Number of hold-slack violations in the final timing report
     - 0
   * - Result of the run
     - finished, final reports clean
   * - Warning total across the stage logs
     - 37
   * - Placer congestion estimate
     - 0.906
   * - Relative contribution of combinational cells to total power
     - 30.3%
   * - Count of instantiated cells in the yosys netlist
     - 490
   * - Cells traversed along the worst timing path
     - ha_1, and2b_2, o211a_1, nor3_1, nor2_1, nor3_1, clkdlybuf4s50_1
   * - Summed negative setup slack over all endpoints
     - 0 ns
   * - Worst path slowest cell
     - clkdlybuf4s50_1
   * - Register pins left without a clock
     - 10
   * - FF-to-FF End
     - tx_fifo.FIFO_mem[2][2]
   * - # diodes
     - 0
   * - Critical path endpoint category
     - output pin
   * - Distinct lib cells used
     - 49
   * - Internal power contribution
     - 0.00407 W
   * - PostCTS Resize Cnt
     - 0
   * - Maximum number of pins on one net before global-route repair
     - 36
   * - Final core area utilization
     - 46.4%
   * - Hold Path End
     - tx_blk.tk_counter[0]
   * - Gr usage total
     - 18.6%
   * - Die height
     - 137 um
   * - Most common cell on crit path
     - nor3_1
   * - DRT antenna net count
     - 0
   * - Initial antenna violation count
     - 0
   * - Worst path arrival time
     - 2.57 ns
   * - Final worst hold slack
     - 0.464 ns
   * - Detailed Route Iter0 Violations
     - 267
   * - Maximum resistive drop on vdd
     - 441 uV
   * - Synth top cells by count
     - edfxtp_1, dfrtp_1, nand2_1, ha_1, clkbuf_1
   * - Startpoint of the most critical setup path
     - tx_fifo.wr_count[1]
   * - Flop pwr share
     - 39.3%
   * - Postcts setup bufs
     - 0
   * - Die Wd
     - 137 um
   * - Mean instance size in the synthesized netlist
     - 14.9 um2
   * - Setup repair after global routing missed its margin
     - no
   * - Slew at the pin closest to its max-slew limit
     - 0.871 ns
   * - Power density over the cells
     - 733 nW/um2
   * - Net load switching power
     - 0.00202 W
   * - Total half-perimeter wirelength after legalization and detailed placement
     - 9.59 mm
   * - Post-route total power
     - 0.00609 W
   * - Total die size
     - 18800 um2
   * - Core utilization before placement
     - 40.7%
   * - Flip-flop cell with the highest count after synthesis
     - edfxtp_1
   * - Startpoint type of the worst setup path
     - flop
   * - Area of the multi-input gates
     - 2010 um2
   * - Worst hold path cell count
     - 1
   * - Sequential cell area
     - 5110 um2
   * - Type of the setup path with the least slack
     - reg2out
   * - Final setup margin
     - 0.471 ns
   * - Remaining routing DRC violations
     - 0
   * - Number of iterations in the first detailed-routing pass
     - 5
   * - Flip-flops with a built-in enable
     - 136
   * - Synthesized registers
     - 181
   * - Fill cell instance count of the final layout
     - 1540
   * - Worst slew margin relative to its limit
     - 41.9%
   * - Number of flip-flops under the largest register name
     - 128
   * - Summed standard-cell area reported by yosys
     - 7290 um2
   * - Global-route wire length before repair
     - 23.8 mm
   * - Number of pins exceeding their max-slew limit in the final report
     - 0
   * - Vias in the first global route
     - 4304
   * - Maximum net fanout on the critical path
     - 4
   * - Vias per std cell
     - 5.59
   * - R2r worst-path depth
     - 8
   * - Via count
     - 4172
   * - Cell Rows
     - 49
   * - Share of synthesized registers carrying an async set or reset
     - 19.3%
## power groups by stage
stage / clock (W) / combinational, W / sequential, W
finish: 0.00186 / 0.00184 / 0.00239
global route: 0.00197 / 0.00203 / 0.00241
CTS: 0.00189 / 0.00183 / 0.00239
## worst max-delay path: cells and delay by family, from the launching register on
family                     cells  cell delay (ns)
and+or+nand+nor                4             0.74
AOI/OAI and AO/OA              1             0.22
buffers and inverters          1             0.49
adders and majority gates      1             0.30
DFF                            1             0.41
## area by class of cell
| cell class | instances | area share (%) |
|---|---|---|
| well taps | 229 | 3.45 |
| clock buffers | 20 | 6.03 |
| repair buffers | 21 | 2.26 |
| multi-input cells | 266 | 24.2 |
| clock inverters | 14 | 1.76 |
| flip-flops and latches | 181 | 61.5 |
| inverters | 16 | 0.723 |
## per-stage QoR
stage | cells | area (um2)
2_1_floorplan | 490 | 7290
3_3_place_gp | 713 | 7660
3_5_place_dp | 713 | 7660
4_1_cts | 747 | 8300
5_1_grt | 747 | 8300
6_report | 747 | 8300
## kinds of logic after synthesis
group                      after synthesis  share of synthesized area, %
AOI/OAI and AO/OA                      100                          10.3
latches                                 10                          2.06
muxes                                   19                          3.64
and+or+nand+nor                        102                          7.12
xor gates and xnor gates                22                          2.64
buffers and inverters                   43                          2.35
DFF                                    171                          68.0
adders and majority gates               23                          3.95
## metal layers
metal | up-vias | track usage [%] | routed length (um)
met3 | 28 | 11.0 | 1630
met1 | 2069 | 26.3 | 6430
met5 | - | 0 | 0
li1 | 1925 | - | -
met4 | 0 | 4.15 | 408
met2 | 150 | 26.0 | 6630
## cell usage in the layout (no fill, tap or decap), types with 9 or more instances in the layout
cell and instances:
nand3_1 9, nor2_1 19, dlxtn_1 10, a222oi_1 12
a21oi_1 20, nor2b_1 10, buf_4 9, xnor2_1 16
nand2_1 29, clkdlybuf4s50_1 12, edfxtp_1 136, mux2_2 10
a221oi_1 13, clkbuf_16 20, ha_1 23, a22oi_1 19
and3_1 9, inv_1 15, dfrtp_1 35
## how the worst max path moves through the flow
stage	depth (start not counted)	slack, ns	end
CTS	7	0.46	tx_full
global route	7	0.24	tx_full
finish	7	0.47	tx_full
Power and IR drop assume default switching activity.
